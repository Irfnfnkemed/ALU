$ cat design/flow/config.mk
export PLATFORM = sky130hd
export DESIGN_NAME = adder
export DESIGN_NICKNAME = adder
export VERILOG_FILES = /design/flow/design.v
export SDC_FILE = /design/flow/constraint.sdc
export NUM_CORES = 4
export LEC_CHECK = 1
export CORE_AREA = 10 10 70 70
export DIE_AREA = 0 0 80 80
$ cat design/flow/constraint.sdc
current_design adder

set clk_period 8.1
set clk_io_pct 0.2

create_clock -name clk0 -period $clk_period

set non_clock_inputs [all_inputs -no_clocks]
set_input_delay [expr $clk_period * $clk_io_pct] -clock clk0 $non_clock_inputs
set_output_delay [expr $clk_period * $clk_io_pct] -clock clk0 [all_outputs]
$ cat design/flow/design.v
module half_adder (
    input  a,
    input  b,
    output g,
    output p
);
  assign g = a & b;
  assign p = a ^ b;
endmodule
module four_bit_adder (
    input  [3:0] p,
    input  [3:0] g,
    input        carry_in,
    output [3:0] sum
);
  assign carry0 = g[0] | p[0] & carry_in;
  assign carry1 = p[1] & g[0] | g[1] | p[1] & p[0] & carry_in;
  assign carry2 = p[2] & p[1] & g[0] | p[2] & g[1] | g[2] | p[2] & p[1] & p[0] & carry_in;
  assign sum[0] = p[0] ^ carry_in;
  assign sum[1] = p[1] ^ carry0;
  assign sum[2] = p[2] ^ carry1;
  assign sum[3] = p[3] ^ carry2;
endmodule
module PGM (
    input  [3:0] p,
    input  [3:0] g,
    output       p_out,
    output       g_out
);
  assign p_out = p[3] & p[2] & p[1] & p[0];
  assign g_out = p[3] & p[2] & p[1] & g[0] | p[3] & p[2] & g[1] | p[3] & g[2] | g[3];
endmodule
module adder (
    input  [15:0] a,
    input  [15:0] b,
    output [15:0] sum,
    output        overflow
);
  wire [15:0] p, g;
  wire [3:0] four_p, four_g;
  half_adder half_adder0 (
      .a(a[0]),
      .b(b[0]),
      .p(p[0]),
      .g(g[0])
  );
  half_adder half_adder1 (
      .a(a[1]),
      .b(b[1]),
      .p(p[1]),
      .g(g[1])
  );
  half_adder half_adder2 (
      .a(a[2]),
      .b(b[2]),
      .p(p[2]),
      .g(g[2])
  );
  half_adder half_adder3 (
      .a(a[3]),
      .b(b[3]),
      .p(p[3]),
      .g(g[3])
  );
  half_adder half_adder4 (
      .a(a[4]),
      .b(b[4]),
      .p(p[4]),
      .g(g[4])
  );
  half_adder half_adder5 (
      .a(a[5]),
      .b(b[5]),
      .p(p[5]),
      .g(g[5])
  );
  half_adder half_adder6 (
      .a(a[6]),
      .b(b[6]),
      .p(p[6]),
      .g(g[6])
  );
  half_adder half_adder7 (
      .a(a[7]),
      .b(b[7]),
      .p(p[7]),
      .g(g[7])
  );
  half_adder half_adder8 (
      .a(a[8]),
      .b(b[8]),
      .p(p[8]),
      .g(g[8])
  );
  half_adder half_adder9 (
      .a(a[9]),
      .b(b[9]),
      .p(p[9]),
      .g(g[9])
  );
  half_adder half_adder10 (
      .a(a[10]),
      .b(b[10]),
      .p(p[10]),
      .g(g[10])
  );
  half_adder half_adder11 (
      .a(a[11]),
      .b(b[11]),
      .p(p[11]),
      .g(g[11])
  );
  half_adder half_adder12 (
      .a(a[12]),
      .b(b[12]),
      .p(p[12]),
      .g(g[12])
  );
  half_adder half_adder13 (
      .a(a[13]),
      .b(b[13]),
      .p(p[13]),
      .g(g[13])
  );
  half_adder half_adder14 (
      .a(a[14]),
      .b(b[14]),
      .p(p[14]),
      .g(g[14])
  );
  half_adder half_adder15 (
      .a(a[15]),
      .b(b[15]),
      .p(p[15]),
      .g(g[15])
  );
  PGM PFM0 (
      .p    (p[3:0]),
      .g    (g[3:0]),
      .p_out(four_p[0]),
      .g_out(four_g[0])
  );
  PGM PFM1 (
      .p    (p[7:4]),
      .g    (g[7:4]),
      .p_out(four_p[1]),
      .g_out(four_g[1])
  );
  PGM PFM2 (
      .p    (p[11:8]),
      .g    (g[11:8]),
      .p_out(four_p[2]),
      .g_out(four_g[2])
  );
  PGM PFM3 (
      .p    (p[15:12]),
      .g    (g[15:12]),
      .p_out(four_p[3]),
      .g_out(four_g[3])
  );
  assign carry0 = four_g[0];
  assign carry1 = four_p[1] & four_g[0] | four_g[1];
  assign carry2 = four_p[2] & four_p[1] & four_g[0] | four_p[2] & four_g[1] | four_g[2];
  assign overflow = four_p[3] & four_p[2] & four_p[1] & four_g[0] | four_p[3] & four_p[2] & four_g[1] | four_p[3] & four_g[2] | four_g[3];
  four_bit_adder four_bit_adder0 (
      .p       (p[3:0]),
      .g       (g[3:0]),
      .carry_in(1'b0),
      .sum     (sum[3:0])
  );
  four_bit_adder four_bit_adder1 (
      .p       (p[7:4]),
      .g       (g[7:4]),
      .carry_in(carry0),
      .sum     (sum[7:4])
  );
  four_bit_adder four_bit_adder2 (
      .p       (p[11:8]),
      .g       (g[11:8]),
      .carry_in(carry1),
      .sum     (sum[11:8])
  );
  four_bit_adder four_bit_adder3 (
      .p       (p[15:12]),
      .g       (g[15:12]),
      .carry_in(carry2),
      .sum     (sum[15:12])
  );
endmodule
$ cat design/flow/run.sh
#!/bin/bash
# OpenROAD 26Q1-2900-gdf79404cd8, Yosys 0.63+post, stock flow scripts
make -C /OpenROAD-flow-scripts/flow DESIGN_CONFIG=/design/flow/config.mk WORK_HOME=/design/flow/orfs finish
==> impl_metrics.py <==
# Generated from Yosys and OpenROAD reports
metrics = {
    "run_status": {
        "outcome": "completed",
    },
    "placed_design": {
        "hpwl_um": 1760,
        "place.gp.congestion": 0.717,
        "placed_cell_area_um2": 1190,
        "io_buffers": 49,
    },
    "pwr": {
        "power_frac_clock": 0,
        "sw_frac_of_total": 0.321,
        "p_leak_nw": 0.544,
        "switchingPower_mw": 0.0296,
        "power.internal_mw": 0.0626,
        "power_density_nw_per_um2": 77.6,
        "combPwrFrac": 1.000,
        "seqPwrFrac": 0,
        "peakVddDrop_mv": 0.0312,
    },
    "min_path": {
        "worstHoldPathType": "input pin to primary output",
    },
    "cells_and_area": {
        "logic_area_um2": 591,
        "fill_cells": 357,
        "drive_gt1_frac": 0.0492,
        "flops": 0,
        "syn_to_final_growth_pct": 83.6,
        "regArea_um2": 0,
        "final_area_um2": 1190,
        "clock_buffers": 0,
    },
    "synthesis": {
        "synth_top_cell_by_area": "ha_1",
        "avgSynthCellArea_um2": 8.74,
        "yosys_warnings": 6,
        "synthCells": 74,
        "synthDistinctLibCells": 22,
        "top_cells_by_area": "ha_1, fa_1, xnor2_1",
        "synth_area_um2": 647,
        "yosysChipArea_um2": 647,
        "top_cell_area_share": 0.309,
        "ys_cells": 74,
        "ys_seq_share": 0,
    },
    "worst_setup_path": {
        "start_kind": "input pin",
        "worstPathRequired_ns": 6.48,
        "cp-end-kind": "primary output",
        "crit_type": "input pin to primary output",
        "cp.arrival_ns": 4.30,
        "crit_fanout": 4,
    },
    "routing": {
        "wl_met1_um": 764,
        "drt_wl_total_um": 1840,
        "avgRoutedWirePerCell_um": 11.0,
        "routed-wl-met3_um": 312,
        "drtIter0Drc": 22,
        "drc": 0,
        "drtAntennaViolNets": 0,
        "viasPerCell": 4.09,
        "first_pass_iters": 2,
        "insertedDiodeCount": 0,
        "topRoutingLayerUsed": "met3",
        "met2RoutedLength_um": 763,
        "vias": 687,
    },
    "floorplan": {
        "ios": 49,
        "dieWidth_um": 80,
        "rows": 21,
        "coreArea_um2": 3420,
        "dieHeight_um": 80,
        "fp_util": 0.189,
        "die-area_um2": 6400,
    },
    "global_routing": {
        "grt_pass1_wl_um": 3170,
        "grt_max_degree": 6,
        "grtUsageTotal": 0.0584,
        "gr-total-overflow": 0,
        "antenna_found_initial": 0,
        "grt_pass1_vias": 727,
    },
    "final_timing": {
        "slew_viol_final": 0,
        "fin_setup_tns_ns": 0,
        "finalSetupViolations": 0,
        "hold_ws_ns": 4.26,
        "period_needed_ns": 5.92,
        "slew_headroom": 0.804,
        "rsz0062_at_grt": "no",
        "fin_crit_sh": 0.731,
        "hold_viol_final": 0,
        "fmax_mhz": 169,
        "worst_pin_slew_ns": 0.293,
    },
    "cts": {
        "cts_resized": 0,
        "postCtsSetupBuffers": 0,
        "postCtsHoldBufs": 0,
    },
    "job": {
        "max_cap_viol_count": 0,
        "tool_warnings": 32,
    },
}
synth_stat cells (all sizes together):
library cell,number
nand4,1
o21bai,2
nand2,1
a31oi,2
ha,16
fa,4
o21a,1
and3,1
a221o,1
or2,1
a21o,7
a21oi,4
nor2,2
nand3,2
a211oi,2
o21ai,2
xor2,3
inv,13
xnor2,7
buf,1
o221ai,1
placed cells by master, fill, tap and decap left out, drive strengths merged:
cell type       n
o221ai          1
xnor2           7
a31oi           2
o21bai          2
and3            1
nand3           2
o21a            1
a21oi           4
a21o            7
clkdlybuf4s50  49
ha             16
inv            13
o21ai           2
xor2            3
fa              4
a211oi          2
a221o           1
or2             1
nand2           1
nand4           1
nor2            2
worst paths after layout:
check / slack [ns] / start / cells after the start / to
max: 2.18 / a[6] / 9 / sum[12]
min: 4.26 / b[0] / 3 / sum[0]
cell families (layout without fill, tap and decap cells):
logic type,Yosys count,after routing,share of synthesized area
buffers and inverters,14,62,0.0870
AND/OR/NAND/NOR,8,8,0.0638
XOR/XNOR,10,10,0.135
AND-OR/OR-AND,22,22,0.280
adder cells (fa/ha/maj),20,20,0.433
layout make-up:
cell class / instances / area share
Multi-Input combinational cell: 60 / 0.497
Timing Repair Buffer: 49 / 0.413
Tap cell: 46 / 0.0485
Inverter: 13 / 0.0411
worst max-delay path, stage by stage:
cell             delay [ns]
clkdlybuf4s50_1        0.41
ha_1                   0.35
a21o_1                 0.21
a221o_2                0.40
a31oi_4                0.22
o21a_4                 0.18
fa_1                   0.40
inv_1                  0.06
clkdlybuf4s50_1        0.46
per-layer routing:
| layer | vias to the layer above | global-route usage |
|---|---|---|
| li1 | 359 | - |
| met1 | 299 | 0.0668 |
| met2 | 29 | 0.0955 |
| met3 | 0 | 0.0375 |
| met4 | 0 | 0 |
| met5 | - | 0 |
through the flow:
stage / power (mW) / instances / setup slack [ns] / utilization
3_3_place_gp: 0.0936 / 168 / 2.17 / 0.348
2_1_floorplan: 0.0379 / 74 / 3.16 / -
4_1_cts: 0.0947 / 168 / 2.15 / 0.348
6_report: 0.0922 / 168 / 2.18 / 0.348
5_1_grt: 0.105 / 168 / 2.03 / 0.348
3_5_place_dp: 0.0939 / 168 / 2.15 / 0.348
power by group through the flow:
stage / logic (mW) / registers, mW / clock network, mW
CTS: 0.0947 / 0 / 0
global route: 0.105 / 0 / 0
finish: 0.0922 / 0 / 0
Power figures rest on the tool's default switching activity, not on a simulated workload.
